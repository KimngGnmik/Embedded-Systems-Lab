==> flow/design.v <==
module rle_enc (clk, rst, rd_req , recv_ready ,send_ready, in_data , out_data, end_of_stream ,wr_req);
input clk,rst; 				 
input recv_ready,send_ready;		 
input [7:0] in_data;			 
input end_of_stream ;			 
output [23:0] out_data;			 
output rd_req,wr_req;			 
reg rd_reg,wr_reg;			 
reg [22:0] bit_count;			 
reg [3:0] shift_count;			 
reg value_type;				 
reg [7:0] shift_buf;			 
reg [3:0] state;
reg [3:0] next_state;
reg new_bitstream; 			 
parameter INIT  = 4'b0000,REQUEST_INPUT = 4'b0001,WAIT_INPUT = 4'b0010,COUNT_BITS = 4'b0011,
SHIFT_BITS = 4'b0100,COUNT_DONE = 4'b0101,WAIT_OUTPUT = 4'b0110, RESET_COUNT = 4'b0111, READ_INPUT  = 4'b1000;
always @(state or recv_ready or send_ready or end_of_stream or bit_count or new_bitstream or shift_count) begin
	case(state)
		INIT: begin
			next_state = REQUEST_INPUT;
		end
		REQUEST_INPUT: begin
			if(recv_ready) next_state = WAIT_INPUT;
			else if(end_of_stream  && bit_count) next_state = COUNT_DONE;
			else next_state = REQUEST_INPUT;
		end
		WAIT_INPUT: next_state = READ_INPUT ;
		READ_INPUT : next_state = COUNT_BITS;
		COUNT_BITS: next_state = SHIFT_BITS;
		SHIFT_BITS:
		begin
			if(new_bitstream) next_state = COUNT_DONE;
			else begin
				if(shift_count == 7) next_state = REQUEST_INPUT;
				else next_state = COUNT_BITS;
			end
		end
		COUNT_DONE:
		begin
			if(send_ready) next_state = WAIT_OUTPUT ;
			else next_state = COUNT_DONE;
		end
		WAIT_OUTPUT : next_state = RESET_COUNT ;
		RESET_COUNT : begin
			if(end_of_stream ) next_state = INIT;
			else next_state = COUNT_BITS;
		end
		default: next_state = INIT;
	endcase
end
always @(posedge clk) begin
	if(rst) state <= INIT;
	else state <= next_state;
	case(state)
	INIT: begin
		bit_count <= 23'b0; 	 
		shift_buf <= 8'b0;	 
		rd_reg <= 0;		 
		wr_reg <= 0;		 
		new_bitstream <= 1;	 
	end
	REQUEST_INPUT: begin
		rd_reg <= 1;		 
		shift_count <= 4'b0;	 
	end
	WAIT_INPUT: begin
		rd_reg <= 0;		 
	end
	READ_INPUT : begin
		shift_buf <= in_data;
	end
	COUNT_BITS: begin
		if(new_bitstream) begin
			value_type <= shift_buf[0];
   			new_bitstream <= 0;			 
   	 		bit_count <= bit_count + 1; 		 
		end
		else begin
			if(shift_buf[0] == value_type) begin
				bit_count <= bit_count + 1;	 
			end
			else begin
				new_bitstream <= 1;		 
			end
		end
	end
	SHIFT_BITS: begin
		if(!new_bitstream) begin
			shift_buf <= shift_buf >> 1;
   	 		shift_count <= shift_count + 1; 	 
		end
	end
	COUNT_DONE: begin
		wr_reg <= 1;					 
	end
	WAIT_OUTPUT : begin
		wr_reg <= 0;					 
	end
	RESET_COUNT : begin
		bit_count <= 23'b0;				 
	end
	endcase
end
assign rd_req = rd_reg;
assign wr_req = wr_reg;
assign out_data[23] = value_type;
assign out_data[22:0] = bit_count[22:0];
endmodule
==> flow/run.sh <==
#!/bin/bash
# OpenROAD 26Q1-2900-gdf79404cd8, Yosys 0.63+post, stock flow scripts
make -C /OpenROAD-flow-scripts/flow DESIGN_CONFIG=/design/flow/config.mk WORK_HOME=/design/flow/orfs finish
==> flow/config.mk <==
export PLATFORM = sky130hd
export DESIGN_NAME = rle_enc
export DESIGN_NICKNAME = rle_enc
export VERILOG_FILES = /design/flow/design.v
export SDC_FILE = /design/flow/constraint.sdc
export NUM_CORES = 4
export LEC_CHECK = 1
export CORE_UTILIZATION = 40
==> flow/constraint.sdc <==
current_design rle_enc

set clk_period 3.0
set clk_io_pct 0.2

create_clock -name clk0 -period $clk_period [get_ports {clk}]

set non_clock_inputs [all_inputs -no_clocks]
set_input_delay [expr $clk_period * $clk_io_pct] -clock clk0 $non_clock_inputs
set_output_delay [expr $clk_period * $clk_io_pct] -clock clk0 [all_outputs]
==> impl_report.txt <==
==== FLOW RESULTS ====
----------------------------------------------------
[Run status]
  Status ........................ finished, final reports clean

[Yosys]
  Post-synthesis area per instance ........................ roughly 11 um^2
  Gate count of the mapped netlist ........................ approximately 220
  Area of the mapped netlist ........................ between 0.002 and 0.0025 mm^2
  Count of warnings emitted by yosys ........................ 1
  Most used flip-flop cell after synthesis ........................ sky130_fd_sc_hd__edfxtp_1
  Sequential cell area fraction in the yosys report ........................ about 57%
  Synthesis area per yosys ........................ approximately 0.0024 mm^2
  Flops after synth ........................ 48
  Number of flops mapped to enable cells by yosys ........................ 39
  Cell count in the Yosys report ........................ ~220
  Unique masters post-synth ........................ roughly 42
  Async set or reset register ratio after synthesis ........................ 0%

[STA]
  Setup skew after layout ........................ approximately 0.01 ns
  Total negative slack ........................ 0 ns
  Tightest Pin Transition ........................ ~0.77 ns
  Max-slew violation total from the final report ........................ 0
  Post-layout min period ........................ approximately 2.1 ns
  Hold Worst Slack ........................ between 0.4 and 0.5 ns
  Worst slew margin relative to its limit ........................ 48.6%
  Top achievable clock speed ........................ between 400 and 500 MHz
  Setup ws final ........................ 0.881 ns
  Setup repair after global routing missed its margin ........................ false
  Count of final setup violators ........................ 0
  Tcrit/Tclk final ........................ 70.6%
  Final Hold Fails ........................ 0

[CTS]
  Number of gates resized after cts ........................ 0
  Sinks on the clock net ........................ roughly 48
  Number of hold buffers added after CTS ........................ 0
  Max clock buf depth ........................ 2
  Cell at the root of the clock tree ........................ sky130_fd_sc_hd__clkbuf_8
  H-tree depth reported by CTS ........................ 2
  Number of clock buffers inserted by TritonCTS ........................ 5
  Clock-pin transition on the worst setup and hold timing paths ........................ approximately 0.09 ns
  Postcts setup bufs ........................ 0
  Clock latency of the later-clocked register in the worst-skew pair ........................ 0.30 ns
  Clock tree from TritonCTS ........................ built

[Routing]
  Number of vias per cell ........................ 5.36
  Wirelength, routed ........................ about 4700 um
  WL/cell ........................ 14.6 um
  Number of detailed-routing iterations run before antenna repair ........................ 4
  Violation tally from detailed-route iteration zero ........................ between 100 and 150
  DRC violation count after routing ........................ 0
  Overall via count from detail_route ........................ between 1500 and 2000
  Number of antenna cells inserted ........................ 0
  Remaining antenna violation count after routing ........................ 0

[Worst setup path]
  Cell-by-cell listing of the critical path ........................ nand3_2 -> or4_1 -> or4_1 -> a21oi_1
  Endpoint class of the critical path ........................ register
  Startpoint of the most critical register-to-register path ........................ bit_count[3]
  Beginning of the critical path ........................ bit_count[3]
  Library cell contributing the largest single delay on the critical path ........................ sky130_fd_sc_hd__or4_1
  Maximum single-stage delay on the critical path ........................ approximately 0.7 ns
  Startpoint-to-endpoint class of the critical path ........................ reg2reg
  Nature of the critical path startpoint ........................ register
  Endpoint arrival time on the critical path ........................ between 2 and 2.5 ns
  Setup slack of the most critical reg-to-reg path ........................ 0.88 ns
  Critical path required time ........................ about 3.2 ns
  Crit path top cell by count ........................ sky130_fd_sc_hd__or4_1
  Critical Path Fanout Max ........................ 9

[Placement]
  Post-detail-place hpwl ........................ around 3300 um
  # port buffers ........................ 38
  DP Cell Count ........................ around 320
  Weighted congestion at the end of routability-driven global placement ........................ 0.798
  Standard cell area after detailed placement ........................ ~0.0028 mm^2
  Setup slack after placement ........................ ~0.90 ns

[GRT]
  Pin count of the biggest net entering global routing ........................ 24
  Initial antenna violation count ........................ 0
  Number of global-route vias before repair ........................ roughly 1700
  Global-route total usage across every layer ........................ 17.1%
  Total overflow reported by the global router ........................ 0
  Wire length of the first global-routing pass ........................ 8080 um

[Floorplan]
  Cell Rows ........................ 27
  IO Pins ........................ 39
  Die Y-Extent ........................ slightly below 80 um
  Effective utilization at floorplan ........................ between 40% and 50%
  Core region area ........................ approximately 0.0056 mm^2
  Die span in x ........................ ~79 um
  Chip Footprint ........................ around 0.0063 mm^2

[Job]
  Number of warnings the tools reported ........................ 26
  Number of max-capacitance violations reported ........................ 0

[Worst hold path]
  Worst min path class ........................ reg2reg
  Worst Hold Launch ........................ state[6]

[Cells and area]
  Final standard cell count with taps included and fillers excluded ........................ about 320
  Biggest register ........................ bit_count
  Registers with the highest flip-flop counts ........................ bit_count (23), state (9), shift_buf (8)
  Post-route cell area ........................ 0.00290 mm^2
  Area added between synthesis and finish ........................ 21.6%
  Share of final-layout standard cells stronger than drive strength 1 ........................ approximately 5.6%
  Final core area utilization ........................ about half
  Flip-flop count of the largest register, all copies and words added ........................ 23

[Power and ir drop]
  Power Total ........................ about 1.4 mW
  Maximum resistive drop on vdd ........................ between 0.2 and 0.25 mV
  Leakage power of the design ........................ 1.01 nW
  Power Density ........................ around 480 mW/mm^2

----------------------------------------------------
==> report_power, final <==
part           total (mW)  leakage [nW]  switching, mW  internal (mW)
Combinational       0.135         0.485         0.0520         0.0832
Sequential          0.812         0.468         0.0496          0.762
Clock               0.457        0.0524          0.207          0.250
Total                1.40          1.01          0.309           1.10
==> placed cells by master (no fill, tap or decap), types with 2 or more instances in the layout <==
cell type,netlist,layout
sky130_fd_sc_hd__edfxtp_1,39,39
sky130_fd_sc_hd__clkdlybuf4s50_1,0,38
sky130_fd_sc_hd__nor2_1,27,27
sky130_fd_sc_hd__a21oi_1,13,12
sky130_fd_sc_hd__nand2_1,11,11
sky130_fd_sc_hd__nand3_1,10,10
sky130_fd_sc_hd__xnor2_1,9,9
sky130_fd_sc_hd__dfxtp_1,9,9
sky130_fd_sc_hd__a22o_1,7,7
sky130_fd_sc_hd__nand4_1,7,7
sky130_fd_sc_hd__inv_1,6,6
sky130_fd_sc_hd__and2_1,6,6
sky130_fd_sc_hd__xor2_1,6,6
sky130_fd_sc_hd__nor2b_1,5,5
sky130_fd_sc_hd__or3_1,5,5
sky130_fd_sc_hd__or4_1,5,5
sky130_fd_sc_hd__clkbuf_8,1,5
sky130_fd_sc_hd__nor4_1,4,4
sky130_fd_sc_hd__nor3_1,4,4
sky130_fd_sc_hd__o31ai_1,4,4
sky130_fd_sc_hd__o21ai_0,3,3
sky130_fd_sc_hd__and4_1,3,3
sky130_fd_sc_hd__ha_1,3,3
sky130_fd_sc_hd__or2_2,2,2
sky130_fd_sc_hd__a31oi_1,2,2
sky130_fd_sc_hd__a41o_1,2,2
sky130_fd_sc_hd__clkbuf_1,7,2
==> path summary, 6_finish.rpt <==
check	cells after the start	endpoint
max	4	bit_count[21]
min	2	state[4]
max reg2reg	4	bit_count[21]
min reg2reg	2	state[4]
==> critical path, delay by kind of cell (launching register included) <==
| family | cells | cell delay, ns |
|---|---|---|
| flops | 1 | 0.49 |
| compound gates | 1 | 0.16 |
| simple gates | 3 | 1.32 |
==> per-layer routing <==
layer,track usage [%],up-vias,share of wire (%)
li1,-,873,-
met1,29.9,816,52
met2,24.1,41,43
met3,3.03,6,3.8
met4,2.18,0,1.2
met5,0,-,0
==> cells in the mapped netlist, types with 5 or more instances <==
cell | number | area, um^2
sky130_fd_sc_hd__nand4_1 | 7 | 43.8
sky130_fd_sc_hd__inv_1 | 6 | 22.5
sky130_fd_sc_hd__nor2b_1 | 5 | 31.3
sky130_fd_sc_hd__and2_1 | 6 | 37.5
sky130_fd_sc_hd__xnor2_1 | 9 | 78.8
sky130_fd_sc_hd__nand3_1 | 10 | 50.1
sky130_fd_sc_hd__a22o_1 | 7 | 61.3
sky130_fd_sc_hd__or3_1 | 5 | 31.3
sky130_fd_sc_hd__dfxtp_1 | 9 | 180
sky130_fd_sc_hd__edfxtp_1 | 39 | 1170
sky130_fd_sc_hd__xor2_1 | 6 | 52.6
sky130_fd_sc_hd__a21oi_1 | 13 | 65.1
sky130_fd_sc_hd__nor2_1 | 27 | 101
sky130_fd_sc_hd__nand2_1 | 11 | 41.3
sky130_fd_sc_hd__or4_1 | 5 | 37.5
sky130_fd_sc_hd__clkbuf_1 | 7 | 26.3
==> layout make-up <==
type | instances | area (um^2)
clock buffers | 7 | 76.3
clock inverters | 1 | 30.0
fillers | 491 | 2710
inverters | 7 | 26.3
multi-input cells | 150 | 936
flip-flops and latches | 48 | 1350
well taps | 72 | 90.1
repair buffers | 39 | 388
==> cells by family (layout without fill, tap and decap cells) <==
family                   Yosys count  in the layout  share of synthesized area (%)
buffers and inverters             21             54                           4.15
flip-flops                        48             48                           56.7
multiplexers                       1              1                          0.420
adder cells (fa/ha/maj)            3              3                           1.58
AND/OR/NAND/NOR                   95             95                           21.4
AND-OR/OR-AND                     36             36                           10.2
XOR/XNOR                          15             15                           5.51
Power and IR drop assume default switching activity.
